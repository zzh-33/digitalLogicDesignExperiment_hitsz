File: design/flow/run.sh
#!/bin/bash
# OpenROAD 26Q1-2900-gdf79404cd8, Yosys 0.63+post, stock flow scripts
make -C /OpenROAD-flow-scripts/flow DESIGN_CONFIG=/design/flow/config.mk WORK_HOME=/design/flow/orfs finish
File: design/flow/config.mk
export PLATFORM = sky130hd
export DESIGN_NAME = reg8file
export DESIGN_NICKNAME = reg8file
export VERILOG_FILES = /design/flow/design.v
export SDC_FILE = /design/flow/constraint.sdc
export NUM_CORES = 4
export LEC_CHECK = 1
export CORE_UTILIZATION = 50
File: design/flow/constraint.sdc
current_design reg8file

set clk_period 4.5
set clk_io_pct 0.2

create_clock -name clk0 -period $clk_period [get_ports {clk}]

set non_clock_inputs [all_inputs -no_clocks]
set_input_delay [expr $clk_period * $clk_io_pct] -clock clk0 $non_clock_inputs
set_output_delay [expr $clk_period * $clk_io_pct] -clock clk0 [all_outputs]
File: design/flow/design.v
module reg8file (
    input  wire clk,  
    input  wire clr,    
    input  wire en,
    input  wire [7:0] d,
    input  wire [2:0] wsel,
    input  wire [2:0] rsel,
    output reg  [7:0] q    
);
    reg [7:0] reg_file [0:7];
    always @(posedge clk) begin
        if (clr) begin
            integer i;
            for (i = 0; i < 8; i = i + 1)
                reg_file[i] <= 8'b0;
        end else if (en) begin
            reg_file[wsel] <= d;
        end else begin
            reg_file[wsel] <= reg_file[wsel];
        end
    end
    always @(*) begin
        q = reg_file[rsel];
    end
endmodule
==> COMMIT_EDITMSG <==
Refresh implementation metrics

- Outcome: complete, no violations
* Core area: roughly 5600 um^2
* TritonCTS clock tree: done
- Post-synthesis register bit count: roughly 64
* Final Max Tran Viols: 0
* Placer Congestion: just over 0.8
- Synth logic family: multiplexers
* Number of gates resized after CTS: 0
- Total chip power: between 1 and 1.5 mW
* Unique cell type count in the Yosys netlist: 17
* Count of input and output buffers: 24
* Fraction of the core area occupied by cells at floorplan: roughly 53%
- Synth Seq Share: ~64%
- Maximum VDD drop: about 230 uV
- Buffers added to address setup during post-CTS repair amount to 0.
* Synthesized instance count: roughly 190
* Vias in the first global route: approximately 1900
- Fmax: roughly 260 MHz
* Avg Vias per Cell: around 6
- Cells fill roughly 61% of the core in the end.
* Data arrival time of the worst path: approximately 2.9 ns
- The first global-routing pass estimated ~10000 um of wire.
- Number of hold violations in the final report: 0
- Die W: 79.3 um
- The global route stage reports its total congestion overflow as 0.
- The clock period could shrink to between 3 and 4 ns.
- After synthesis the cells add up to ~3000 um^2.
* Max FFs per register: 64
* Layout-stage area growth over the synthesis result: 16.2%
- The worst hold path belongs to the class in2reg.
- Syn Area/Cell: 15.5 um^2
- OpenSTA lists the critical path startpoint as rsel[0].
* Antenna viol nets, final: 0
- The number of warnings reported in the stage logs is 25.
- Clock sink count: about 64
- The number of antenna violations at the first check in global routing is 0.
- Top cells excl fill/tap: 64 x sky130_fd_sc_hd__nor3_1, 64 x sky130_fd_sc_hd__edfxtp_1, 24 x sky130_fd_sc_hd__clkdlybuf4s50_1
- Summing the areas of all xor and xnor instances in the mapped netlist gives 0% of the synthesized area.
* Compound-Gate Fraction of Synth Area: ~2.0%
- The cell-mix breakdown from Yosys lists the adder-cell area share as 0%.
- The number of antenna diodes in the final layout is 0.
- Placement-stage cell area: ~3300 um^2
- Counting the warning lines in the Yosys log gives 1.
* Final-layout fill cell count: about 410
* Setup repair after global routing missed its margin: no
- Clock-pin transition on the worst setup and hold timing paths: roughly 0.06 ns
* Iteration count of the initial detailed-routing pass: 4
- The detailed router finished its first iteration with slightly above 90 violations.
- Most flops, register: reg_file
- For reference, the mux area share after synthesis is between 15 and 20%.
- The pin closest to its max-slew limit shows a slew of roughly 0.84 ns.
* Required time at the worst-slack endpoint: roughly 3.6 ns
- CTS H-tree lvls: 3
- DR vias: ~1800
- Floorplan die area: 6280 um^2
- The most critical setup path has its endpoint at q[7].
* DP HPWL: roughly 4000 um
- Cts bufs inserted: 9
- Ratio of cells with drive above 1 in the final layout: between 10% and 20%
- I/O Pins: 25
- Remaining routing DRC violations: 0
* Total power per unit cell area: 374 nW/um^2
* Clock root buffer: sky130_fd_sc_hd__clkbuf_8
- Total routing usage reported by global routing: roughly a quarter
* MaxCap Viol Count: 0
* Period utilisation layout: approximately 85%
- Worst Path Class, Setup: in2out
- Endpoints with negative setup slack in the final report add up to 0.
* Worst-path maximum fanout: 16
* Fin Setup TNS: 0 ns
* Standard-cell rows: 27
- Simple-Gate Area Share: 12.0%
- Crit path launch type: primary input
* Slew HR: between 40% and 50%
- Maximum root-to-sink buffer count: 2
- Number of cells in the yosys synthesis report: 193
* Kind of end point of the critical path: output pin
- Entering global routing, the biggest net connects 37 pins.
- Overall die height: slightly below 80 um
- The stat command in Yosys gives a chip area of between 2000 and 3000 um^2.
- Detailed-route wire length: 6130 um
- Summing all non-filler instances in the final layout gives an area of ~3500 um^2.
* Leakage power: 1.12 nW
- Hold repair after CTS inserted 0 buffers.
- The largest registers in the layout are reg_file: 64 flops.
- DR WL/cell: about 21 um
## worst min path at each step
stage     startpoint        endpoint  slack (ns)  depth (start not counted)
6_report        d[2]  reg_file[2][2]        1.36                          3
4_1_cts         d[2]  reg_file[7][2]        1.36                          3
5_1_grt         d[2]  reg_file[2][2]        1.39                          3
## per-stage QoR
stage	hold WS [ns]	instances	worst slack, ns
floorplan	1.23	193	1.69
finish	1.36	297	0.662
global route	1.39	297	0.563
global placement	1.69	281	0.651
CTS	1.36	297	0.644
detailed placement	1.71	281	0.663
## worst max-delay path, cell delays in order
cell	delay [ns]
sky130_fd_sc_hd__clkdlybuf4s50_1	0.46
sky130_fd_sc_hd__buf_4	0.28
sky130_fd_sc_hd__mux4_1	0.60
sky130_fd_sc_hd__mux2_2	0.29
sky130_fd_sc_hd__clkdlybuf4s50_1	0.41
## cells by family (layout without fill, tap and decap cells)
| logic type | Yosys count | in the layout |
|---|---|---|
| buffers and inverters | 27 | 59 |
| muxes | 24 | 24 |
| and+or+nand+nor | 70 | 70 |
| DFF | 64 | 64 |
| AOI/OAI and AO/OA | 8 | 8 |
## report_power, final
part / internal [mW] / switching [mW] / total (mW) / leakage (nW)
clock: 0.251 / 0.207 / 0.458 / 0.0922
combinational: 0.0720 / 0.0671 / 0.139 / 0.410
sequential: 0.693 / 0.00866 / 0.701 / 0.613
total: 1.02 / 0.283 / 1.30 / 1.12
## cells in the mapped netlist
master	number	area [um^2]
sky130_fd_sc_hd__mux4_2	1	22.5
sky130_fd_sc_hd__clkinv_1	8	30.0
sky130_fd_sc_hd__buf_6	2	22.5
sky130_fd_sc_hd__o21bai_1	8	60.1
sky130_fd_sc_hd__buf_1	3	11.3
sky130_fd_sc_hd__nand2b_1	2	12.5
sky130_fd_sc_hd__or3b_2	1	8.76
sky130_fd_sc_hd__nand3b_1	1	7.51
sky130_fd_sc_hd__or2_2	1	6.26
sky130_fd_sc_hd__nand2_1	1	3.75
sky130_fd_sc_hd__buf_12	1	20.0
sky130_fd_sc_hd__edfxtp_1	64	1920
sky130_fd_sc_hd__nor3_1	64	320
sky130_fd_sc_hd__mux4_1	15	394
sky130_fd_sc_hd__mux2_2	8	90.1
sky130_fd_sc_hd__clkbuf_1	9	33.8
sky130_fd_sc_hd__buf_2	4	20.0
## final cells by class
cell class	instances	area (um^2)	area share [%]
flip-flops and latches	64	1920	55.4
clock inverters	5	47.5	1.37
multi-input cells	102	926	26.7
clock buffers	11	131	3.79
well taps	72	90.1	2.60
inverters	8	30.0	0.865
repair buffers	35	323	9.30
## per-layer routing
layer  share of wire, %  vias up  global-route usage, %
li1                   -      823                      -
met1                 40      855                   35.2
met2                 49       92                   35.9
met3                9.4       15                   9.92
met4                2.4        0                   4.73
met5                  0        -                      0
Power figures rest on the tool's default switching activity, not on a simulated workload.
