===== flow/design.v =====
module led_ctrl_unit (
    input wire rst,
    input wire clk,
    input wire [63:0] display,
    output reg [7:0]  led_en,
    output reg [7:0]  led_cx
);
    reg update;
    reg [24:0] count;
    wire [24:0] count_max = 100000;
    always @(posedge clk or posedge rst) begin
        if(rst) begin
            count <= 0;
        end else if(count >= count_max) begin
            count <= 0;
        end else begin
            count <= count + 1;
        end
    end
    always @(posedge clk or posedge rst) begin
        if(rst) begin
            update <= 0;
        end else if(count >= count_max) begin
            update <= 1;
        end else begin
            update <= 0;
        end
    end
    reg [2:0] location;
    always @(posedge clk or posedge rst) begin
        if(rst) begin
            location <= 3'b0;
        end else if(update) begin
            location <= location + 1;
        end else begin
            location <= location;
        end
    end
    always @(posedge clk or posedge rst) begin
        if(rst) begin
            led_en <= 8'b1111_1111;
        end else begin
            case (location)
                3'b000: led_en <= 8'b0111_1111;
                3'b001: led_en <= 8'b1011_1111;
                3'b010: led_en <= 8'b1101_1111;
                3'b011: led_en <= 8'b1110_1111;
                3'b100: led_en <= 8'b1111_0111;
                3'b101: led_en <= 8'b1111_1011;
                3'b110: led_en <= 8'b1111_1101;
                3'b111: led_en <= 8'b1111_1110;
                default: led_en <= 8'b1111_1111;
            endcase
        end
    end
    always @(posedge clk or posedge rst) begin
        if(rst) begin
            led_cx <= 8'hff;
        end else begin
            case (location)
                3'b000: led_cx <= display[63:56];
                3'b001: led_cx <= display[55:48];
                3'b010: led_cx <= display[47:40];
                3'b011: led_cx <= display[39:32];
                3'b100: led_cx <= display[31:24];
                3'b101: led_cx <= display[23:16];
                3'b110: led_cx <= display[15:8];
                3'b111: led_cx <= display[7:0];
                default: led_cx <= 8'hff;
            endcase
        end
    end
endmodule

===== flow/constraint.sdc =====
current_design led_ctrl_unit

set clk_period 2.1
set clk_io_pct 0.2

create_clock -name clk0 -period $clk_period [get_ports {clk}]

set non_clock_inputs [all_inputs -no_clocks]
set_input_delay [expr $clk_period * $clk_io_pct] -clock clk0 $non_clock_inputs
set_output_delay [expr $clk_period * $clk_io_pct] -clock clk0 [all_outputs]

===== flow/run.sh =====
#!/bin/bash
# OpenROAD 26Q1-2900-gdf79404cd8, Yosys 0.63+post, stock flow scripts
make -C /OpenROAD-flow-scripts/flow DESIGN_CONFIG=/design/flow/config.mk WORK_HOME=/design/flow/orfs finish

===== flow/config.mk =====
export PLATFORM = sky130hd
export DESIGN_NAME = led_ctrl_unit
export DESIGN_NICKNAME = led_ctrl_unit
export VERILOG_FILES = /design/flow/design.v
export SDC_FILE = /design/flow/constraint.sdc
export NUM_CORES = 4
export LEC_CHECK = 1
export CORE_UTILIZATION = 30

==> notes.md <==
run results: number of rows in the core area=31, Min Clock Period, post-route=1.86 ns, EDFF count, synth=0, max-slew violation count=0, total clock sinks=45, Final HPWL DP=4070 um, overall via count from detail_route=1871, count of warning messages emitted by the tools=31, worst setup path start=location[0], IO buf count=81, Latency at later pin=0.30 ns, Crit path required time=2.32 ns, synthesized area per cell=10.9 um^2, final hold slack=0.448 ns, most common logic cell in the routed design=sky130_fd_sc_hd__clkdlybuf4s50_1, number of buffers inserted by post-CTS setup repair=0, Core Density at Floorplan=0.309, Mapped Area=2230 um^2, wire per inst=13.6 um, count of TritonRoute iterations in the first routing pass=4, Critical Path AT=2.08 ns, synthesized instance count=204, root cell of the clock tree=sky130_fd_sc_hd__clkbuf_8, number of vias per cell=4.69, Placeable Area=7210 um^2, Warnings, synthesis=1, n_diodes=0, Power per Cell Area=916 nW/um^2, clock transition at the register clock pins on the worst setup and hold paths after CTS=0.08 ns, Starting DRT DRC Count=79, Worst Reg2Reg Path Length in Cells=6, most frequent cells in the layout=sky130_fd_sc_hd__clkdlybuf4s50_1 (81), sky130_fd_sc_hd__dfrtp_1 (29), sky130_fd_sc_hd__dfstp_2 (16), Final TNS setup=0 ns, Critical Path Fanout Max=16, pin count of the biggest net entering global routing=46, Crit. End Element=flip-flop, final global-route overflow total=0, number of remaining DRC errors=0, RD Place Congestion=0.843, Total Routed Length=5430 um, Chip Footprint=7770 um^2, unrepaired setup endpoints after global routing=false, GRT Total Usage=0.154, number of global-route vias before repair=1863, top-level port count=82, reg2reg setup slack=0.24 ns, Chip Height=88.1 um, Most common reg cell=sky130_fd_sc_hd__dfrtp_1, initial antenna violation count=0, reg-to-reg startpoint=location[0], share of synthesized registers carrying an async set or reset=1.00, synthesis-to-layout area growth=49.9%, worst-case clock buffer depth=2, area reported by Yosys stat=2230 um^2, number of maximum-capacitance violations=0, count of unique library cells instantiated by Yosys=38, die x size=88.1 um, number of placed cells counting well taps=391, element type at the critical path start=flip-flop, Antenna Nets Post-Route=0, Synth flops=45, Hold Fails Final Rpt=0, layout cell share with drive strength beyond 1=0.180, clock tree from TritonCTS=yes, Achievable Freq=539 MHz, setup clock skew after layout=0.00881 ns, TritonCTS Buffers=5, sequential area share after synthesis=0.515, Hold Path Class=input pin to asynchronous set/reset pin, leakage=1.29 nW, worst voltage drop across the vdd grid=0.400 mV, worst r2r dst=led_cx[1], run status=finished clean, number of H-tree levels=2, share of the cycle needed by the critical path after routing=0.884, wire length of the first global-routing pass=8870 um, Crit Path Class=flip-flop to flip-flop, final setup violating endpoints=0, Final Instance Count excl. Fillers=399, ys cells=204, Critical path destination=led_cx[1]
[cell type report]
class	instances	area, um^2
fillers	683	3880
flip-flops and latches	45	1150
multi-input cells	144	1010
repair buffers	91	898
well taps	99	124
clock buffers	8	111
inverters	12	45.0
[through the flow]
stage	cell area (um^2)	power, mW	worst slack [ns]	util
after global routing	3340	3.29	0.0190	0.463
after CTS	3330	3.11	0.118	0.462
after floorplan	2250	1.79	0.160	-
after detailed placement	3220	2.46	0.145	0.447
final	3340	3.06	0.243	0.463
after global placement	3220	2.45	0.252	0.447
[Yosys cell counts, drive strengths merged, types with 2 or more instances]
master,number,area (um^2)
a41oi,3,26.3
nor2,23,114
a222oi,8,80.1
a31oi,5,31.3
mux2,6,67.6
buf,6,36.3
o21a,6,45.0
and4,3,27.5
and2,2,12.5
nand4,5,46.3
xor2,9,78.8
a22oi,10,75.1
dfrtp,29,726
nand3,8,50.1
a21oi,3,15.0
or3,4,30.0
xnor2,4,35.0
nor2b,2,12.5
clkbuf,4,15.0
nand2,15,56.3
ha,8,100
dfstp,16,420
nor4,4,25.0
o21ai,4,20.0
inv,11,41.3
[worst max-delay path, cell delays in order, from the launching register on]
cell	delay (ns)
sky130_fd_sc_hd__dfrtp_1	0.42
sky130_fd_sc_hd__ha_1	0.23
sky130_fd_sc_hd__ha_1	0.19
sky130_fd_sc_hd__nor4_1	0.30
sky130_fd_sc_hd__nand2_2	0.27
sky130_fd_sc_hd__o21a_1	0.18
sky130_fd_sc_hd__a31oi_1	0.18
[where the power goes]
group	internal, mW	switching [mW]
Clock	0.340	0.284
Sequential	1.12	0.0733
Combinational	0.701	0.541
Total	2.16	0.899
[layer usage]
metal  wire, um  track usage  vias up
li1           -            -      912
met1       2300        0.218      870
met2       2580        0.250       84
met3        494       0.0448        5
met4         51       0.0191        0
met5          0            0        -
[repair_timing]
action | in CTS | in global routing
gates resized | 0 | 1
hold buffers | 0 | 0
setup endpoints to repair | 0 | 6
[sequential cells by signal, summed over array words and instances (netlist names)]
register / count
location: 3
count: 25
led_cx: 8
update: 1
led_en: 8
[logic make-up after synthesis]
kind of cell	Yosys count	synth area share
buf+inv	22	0.0433
mux	7	0.0348
flops	45	0.515
simple gates	68	0.174
compound gates	40	0.135
other cells	1	0.00168
xor+xnor	13	0.0512
fa+ha+maj	8	0.0450
[worst min path at each step]
stage | cells past startpoint | from | to | slack (ns)
CTS | 3 | rst | location[2] | 0.46
global route | 3 | rst | count[17] | 0.49
finish | 3 | rst | count[17] | 0.45
Power figures rest on the tool's default switching activity, not on a simulated workload.
