## /design/flow/design.v

```verilog
module strMatch (
    input clk,
    input rst,
    input valid,
    input [7:0] data_in,
    output reg match,
    output reg [7:0] matchResult
);
    localparam NULL = 4'b0000;
    localparam S = 4'b0001;
    localparam ST = 4'b0010;
    localparam STA = 4'b0011;
    localparam STAR = 4'b0100;
    localparam START = 4'b0101;
    localparam STO = 4'b0110;
    localparam STOP = 4'b0111;
    localparam H = 4'b1000;
    localparam HI = 4'b1001;
    localparam HIT = 4'b1010;
    localparam HITS = 4'b1011;
    localparam HITSZ = 4'b1100;
    reg [3:0] currentState;
    reg [3:0] nextState;
    reg noMatch;
    reg isMatched;
    reg cnt_inc;
    reg [17:0] cnt;
    wire [17:0] cnt_max = 104260;
    always @(posedge clk or posedge rst) begin
        if(rst) begin
            currentState <= NULL;
        end else begin
            currentState <= nextState;
        end
    end
    always @(*) begin
        case (currentState)
            NULL:   if (valid) begin
                        if(data_in == 8'h73) nextState = S;
                        else if (data_in == 8'h68) nextState = H;
                        else nextState = NULL;
                    end else nextState = currentState;
            S:      if (valid) begin
                        if(data_in == 8'h74) nextState = ST;
                        else if(data_in == 8'h73) nextState = S;
                        else if (data_in == 8'h68) nextState = H;
                        else  nextState = NULL;
                    end else if (cnt > cnt_max) nextState = NULL;
                        else nextState = currentState;
            ST:     if (valid) begin
                        if(data_in == 8'h61) nextState = STA;
                        else if (data_in == 8'h6f) nextState = STO;
                        else if (data_in == 8'h73) nextState = S;
                        else if (data_in == 8'h68) nextState = H;
                        else nextState = NULL;
                    end else if (cnt > cnt_max) nextState = NULL;
                        else nextState = currentState;
            STA:    if (valid) begin
                        if(data_in == 8'h72) nextState = STAR;
                        else if (data_in == 8'h73) nextState = S;
                        else if (data_in == 8'h68) nextState = H;
                        else nextState = NULL;
                    end else if (cnt > cnt_max) nextState = NULL;
                        else nextState = currentState;
            STO:    if (valid) begin
                        if (data_in == 8'h70) nextState = STOP;
                        else if (data_in == 8'h73) nextState = S;
                        else if (data_in == 8'h68) nextState = H;
                        else nextState = NULL;
                    end else if (cnt > cnt_max) nextState = NULL;
                        else nextState = currentState;
            STAR:   if (valid) begin
                        if (data_in == 8'h74) nextState = START;
                        else if (data_in == 8'h73) nextState = S;
                        else if (data_in == 8'h68) nextState = H;
                        else nextState = NULL;
                    end else if (cnt > cnt_max) nextState = NULL;
                        else nextState = currentState;
            START:  if (valid) begin
                        if(data_in == 8'h73) nextState = S;
                        else if (data_in == 8'h68) nextState = H;
                        else  nextState = NULL;
                    end else nextState = currentState;
            STOP:   if (valid) begin
                        if(data_in == 8'h73) nextState = S;
                        else if (data_in == 8'h68) nextState = H;
                        else  nextState = NULL;
                    end else nextState = currentState;
            H:      if (valid) begin
                        if (data_in == 8'h69) nextState = HI;
                        else if (data_in == 8'h73) nextState = S;
                        else if (data_in == 8'h68) nextState = H;
                        else nextState = NULL;
                    end else if (cnt > cnt_max) nextState = NULL;
                        else nextState = currentState;
            HI:     if (valid) begin
                        if (data_in == 8'h74) nextState = HIT;
                        else if (data_in == 8'h73) nextState = S;
                        else if (data_in == 8'h68) nextState = H;
                        else nextState = NULL;
                    end else if (cnt > cnt_max) nextState = NULL;
                        else nextState = currentState;
            HIT:    if (valid) begin
                        if (data_in == 8'h73) nextState = HITS;
                        else if (data_in == 8'h73) nextState = S;
                        else if (data_in == 8'h68) nextState = H;
                        else nextState = NULL;
                    end else if (cnt > cnt_max) nextState = NULL;
                        else nextState = currentState;
            HITS:   if (valid) begin
                        if (data_in == 8'h7a) nextState = HITSZ;
                        else if (data_in == 8'h74) nextState = ST;
                        else if (data_in == 8'h73) nextState = S;
                        else if (data_in == 8'h68) nextState = H;
                        else nextState = NULL;                       
                    end else if (cnt > cnt_max) nextState = NULL;
                        else nextState = currentState;
            HITSZ: if (valid) begin
                        if (data_in == 8'h73) nextState = S;
                        else if (data_in == 8'h68) nextState = H;
                        else nextState = NULL;
                    end else nextState = currentState;
            default: nextState = currentState;
        endcase
    end
    always @(posedge clk or posedge rst) begin
        if (rst) begin
            cnt_inc <= 0;
        end else if (cnt > cnt_max && isMatched) begin
            cnt_inc <= 0;
        end else if (valid) begin 
            cnt_inc <= 1;
        end else begin
            cnt_inc <= cnt_inc;
        end
    end
    always @(posedge clk or posedge rst) begin
        if (rst) begin
            cnt <= 0;
        end else if (cnt > cnt_max || valid) begin
            cnt <= 0;
        end else if (cnt_inc) begin
            cnt <= cnt + 1;
        end else begin
            cnt <= cnt;
        end
     end
    always @(posedge clk or posedge rst) begin
        if (rst) begin
            isMatched <= 0;
        end else if (cnt > cnt_max) begin
            isMatched <= 0;
        end else if (match) begin
            isMatched <= 1;
        end else begin
            isMatched <= isMatched;
        end
    end
    always @(posedge clk or posedge rst) begin
        if (rst) begin
            noMatch <= 0;
        end else if (cnt > cnt_max 
        && currentState == NULL 
        && isMatched == 0) begin
            noMatch <= 1;
        end else begin
            noMatch <= 0;
        end
    end
    always @(posedge clk or posedge rst) begin
        if(rst) begin
            match <= 0;
        end else if (cnt == 1 && 
        (currentState == START || 
        currentState == STOP || 
        currentState == HITSZ)) begin
            match <= 1;
        end else if (noMatch) begin
            match <= 1;
        end else begin
            match <= 0;
        end
    end
    always @(posedge clk or posedge rst) begin
        if(rst) begin
            matchResult <= 8'h30;
        end else begin
            case (currentState)
                START: matchResult <= 8'h31;
                STOP: matchResult <= 8'h32;
                HITSZ: matchResult <= 8'h33;
                default: matchResult <= 8'h30;
            endcase
        end
    end
endmodule
```

## /design/flow/run.sh

```bash
#!/bin/bash
# OpenROAD 26Q1-2900-gdf79404cd8, Yosys 0.63+post, stock flow scripts
make -C /OpenROAD-flow-scripts/flow DESIGN_CONFIG=/design/flow/config.mk WORK_HOME=/design/flow/orfs finish
```

## /design/flow/config.mk

```make
export PLATFORM = sky130hd
export DESIGN_NAME = strMatch
export DESIGN_NICKNAME = strMatch
export VERILOG_FILES = /design/flow/design.v
export SDC_FILE = /design/flow/constraint.sdc
export NUM_CORES = 4
export LEC_CHECK = 1
export CORE_UTILIZATION = 50
```

## /design/flow/constraint.sdc

```tcl
current_design strMatch

set clk_period 3.5
set clk_io_pct 0.2

create_clock -name clk0 -period $clk_period [get_ports {clk}]

set non_clock_inputs [all_inputs -no_clocks]
set_input_delay [expr $clk_period * $clk_io_pct] -clock clk0 $non_clock_inputs
set_output_delay [expr $clk_period * $clk_io_pct] -clock clk0 [all_outputs]
```

==> results_dict.tcl <==
# implementation run metrics
set metrics [dict create \
    antenna_found_initial 0 \
    synth_area_um2 1980 \
    clockBufferDepth 2 \
    syn_to_final_growth_pct 13.7 \
    tightest_slew_ns 0.571 \
    htree_levels 2 \
    cts_root_buf "clkbuf_8" \
    place.gp.congestion 0.912 \
    synth.most_common_cell "dfrtp_1" \
    peakVddDrop_mv 0.268 \
    n_fill_cell 330 \
    cts.clk_slew.worst_paths_ns 0.07 \
    syn_avg_cell_area_um2 9.63 \
    comb_area_um2 928 \
    hold_buffers 0 \
    p_per_area_nw_per_um2 421 \
    yosys.area.top_type_share_pct 45.4 \
    yosysWarnings 1 \
    synthFlopType "dfrtp_1" \
    worst-path-max-fanout 25 \
    place_inst 262 \
    rows 22 \
    core_um2 3740 \
    max_freq_mhz 404 \
    ys_seq_share_pct 46.8 \
    min_period_ns 2.47 \
    post-place-ws_ns 0.897 \
    io_buffers 13 \
    edf_count 0 \
    cp_num_buf_inv 0 \
    grt_overflow 0 \
    cp.arrival_ns 2.68 \
    seqCellArea_um2 927 \
    finalNonFillerCells 270 \
    ant_nets 0 \
    area_leaders "dfrtp_1 (45%), nor2_1 (5.1%), xor2_1 (3.5%)" \
    clk_latency_ns 0.29 \
    status "complete, no violations" \
    hold_path_class "reg2reg" \
    firstDrtPassIters 4 \
    n_antenna_cell 0 \
    grt_pass1_wl_mm 6.68 \
    crit_required_ns 3.71 \
    crit_family "simple AND/OR/NAND/NOR gates" \
    final.setup.tns_ns 0 \
    rsz0062_at_grt "no" \
    drc 0 \
    grt_max_degree 38 \
    grt_pass1_vias 1459 \
    power.leakage_nw 0.924 \
    path_cells "or4_1 > or4_4 > o32a_2 > o22a_1 > o21ai_0" \
    post-dp-hpwl_mm 2.79 \
    ys.flops 37 \
    cts.sinks 37 \
    drv_slew 0 \
    max_slew_margin_pct 60.9 \
    hold_violations 0 \
    cp-start-kind "flop" \
    globalRouteTotalUtil_pct 21.3 \
    finalCritPeriodShare_pct 70.7 \
    path_class "reg2reg" \
    post_cts_buffers 0 \
    max_stage_delay_ns 0.59 \
    fp_util_pct 53.0 \
    via_per_inst 5.70 \
    cts_tree "done" \
    critPathCaptureType "flop" \
    common_cells "dfrtp_1 (36), nor2_1 (27), inv_1 (18)" \
    fin_util_pct 60.2 \
    log.warning_count 28 \
    io_pins 20 \
    final-setup-viol-count 0 \
    ys_types 48 \
    drive_gt1_share_pct 9.01 \
    wl_per_cell_um 14.5 \
    post-synth-top-area-cell "dfrtp_1" \
    worst_slack_ns 1.03 \
    drt-initial-drc-count 120 \
    async_reset_ff_share_pct 100 \
    yosys_area_um2 1980 \
    cts_resized 0 \
    num_vias 1540 \
    detail_route.wirelength_mm 3.90 \
    die_x_um 65.0 \
    die-area_um2 4220 \
    slowest_stage "or4_1" \
    ys_cells 206 \
    max_cap_viol_count 0 \
    synthCells 206 \
    numCtsBuffers 5 \
    clock-skew-final_ns 0.00364 \
    dieHeight_um 65.0 \
]
==> power breakdown <==
part | switching, mW | internal [mW] | total (mW)
Sequential | 0.00711 | 0.438 | 0.445
Clock | 0.153 | 0.283 | 0.436
Combinational | 0.0376 | 0.0308 | 0.0685
Total | 0.198 | 0.751 | 0.949
==> logic make-up after synthesis <==
family,synth area share [%]
multiplexers,1.01
adder cells (fa/ha/maj),1.89
AND-OR/OR-AND,12.9
AND/OR/NAND/NOR,23.9
flip-flops,46.8
XOR/XNOR,5.74
buffers and inverters,7.38
other,0.379
==> metrics by stage <==
step	hold slack, ns	power [mW]	area, um^2
2_1_floorplan	0.413	0.502	2000
3_3_place_gp	0.419	0.522	2120
3_5_place_dp	0.429	0.523	2120
4_1_cts	0.451	0.962	2250
5_1_grt	0.480	0.986	2250
6_report	0.439	0.949	2250
==> worst paths after layout <==
kind                          from  cells after the start  slack, ns              end
hold / removal             noMatch                      1       0.44            match
setup / recovery            cnt[3]                      5       1.03  currentState[1]
min in group asynchronous      rst                      3       0.81           cnt[2]
hold reg to reg            noMatch                      1       0.44            match
setup reg to reg            cnt[3]                      5       1.03  currentState[1]
max in group asynchronous      rst                      3       2.34  currentState[0]
==> final cells by class <==
cell class	instances	area share, %
Clock buffer	5	3.05
Clock inverter	3	2.89
Inverter	18	3.00
Multi-Input combinational cell	145	41.2
Sequential cell	37	41.1
Tap cell	48	2.66
Timing Repair Buffer	14	6.10
==> flip-flops by register name, indices dropped and copies added, names as in the netlist <==
signal / flops
cnt_inc: 1
isMatched: 1
matchResult: 2
match: 1
currentState: 13
noMatch: 1
cnt: 18
==> cell usage in the layout (no fill, tap or decap), types with 5 or more instances in the layout <==
cell             netlist  final
clkbuf_8               0      5
clkdlybuf4s50_1        0     13
conb_1                 2      7
dfrtp_1               36     36
inv_1                 18     18
nand2_1               10     10
nand3_1                9      9
nand4_1                6      6
nor2_1                27     27
nor3_1                 5      5
nor4_1                 5      5
o21ai_0                5      5
xnor2_1                5      5
xor2_1                 8      8
==> layer usage <==
| layer | global-route usage [%] | wire [um] |
|---|---|---|
| met5 | 0 | 0 |
| met3 | 5.00 | 189 |
| met4 | 1.67 | 31 |
| met1 | 28.4 | 1730 |
| met2 | 37.4 | 1950 |
==> worst reg2reg max path, cell delays in order (launching register included) <==
cell	delay [ns]
dfrtp_1	0.45
or4_1	0.59
or4_4	0.44
o32a_2	0.56
o22a_1	0.28
o21ai_0	0.07
Power figures rest on the tool's default switching activity, not on a simulated workload.
